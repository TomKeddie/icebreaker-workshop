<file path="/design/flow/design.v">
module top (
	input  CLK,
	input BTN_N, BTN1, BTN2, BTN3,
	output LED1, LED2, LED3, LED4, LED5,
	output P1A1, P1A2, P1A3, P1A4, P1A7, P1A8, P1A9, P1A10,
	output P1B1, P1B2, P1B3, P1B4, P1B7, P1B8, P1B9, P1B10
);
	wire [7:0] seven_segment_top;
	wire [7:0] seven_segment_bot;
	assign { P1A10, P1A9, P1A8, P1A7, P1A4, P1A3, P1A2, P1A1 } = seven_segment_top;
	assign { P1B10, P1B9, P1B8, P1B7, P1B4, P1B3, P1B2, P1B1 } = seven_segment_bot;
	reg [15:0] display_value = 0;
	wire [15:0] display_value_inc;
	reg [15:0] lap_value = 0;
	reg [7:0] lap_timeout = 0;
	reg [20:0] clkdiv = 0;
	reg clkdiv_pulse = 0;
	reg running = 0;
	assign LED1 = BTN1 && BTN2;
	assign LED2 = BTN1 && BTN3;
	assign LED3 = BTN2 && BTN3;
	assign LED4 = !BTN_N;
	assign LED5 = !BTN_N || BTN1 || BTN2 || BTN3;
	always @(posedge CLK) begin
		if (clkdiv == 120000) begin
			clkdiv <= 0;
			clkdiv_pulse <= 1;
		end else begin
			clkdiv <= clkdiv + 1;
			clkdiv_pulse <= 0;
		end
		if (lap_timeout) begin
			lap_timeout <= lap_timeout - 1;
		end
		if (clkdiv_pulse && running) begin
			display_value <= display_value_inc;
		end
		if (!BTN_N) begin
			display_value <= 0;
			running <= 0;
		end
		if (BTN3) begin
			running <= 1;
		end
		if (BTN1) begin
			running <= 0;
		end
		if (BTN2) begin
			lap_value <= display_value;
			lap_timeout <= 200;
		end
	end
	bcd16_increment bot_inc (
		.din(display_value),
		.dout(display_value_inc)
	);
	seven_seg_ctrl seven_segment_ctrl_top (
		.CLK(CLK),
		.din(lap_timeout ? lap_value[15:8] : display_value[15:8]),
		.dout(seven_segment_top)
	);
	seven_seg_ctrl seven_segment_ctrl_bot (
		.CLK(CLK),
		.din(lap_timeout ? lap_value[7:0] : display_value[7:0]),
		.dout(seven_segment_bot)
	);
endmodule
module bcd16_increment (
	input [15:0] din,
	output reg [15:0] dout
);
	always @* begin
		case (1'b1)
			din[15:0] == 16'h 9999:
				dout = 0;
			din[11:0] == 12'h 999:
				dout = {din[15:12] + 4'd 1, 12'h 000};
			din[7:0] == 8'h 99:
				dout = {din[15:12], din[11:8] + 4'd 1, 8'h 00};
			din[3:0] == 4'h 9:
				dout = {din[15:8], din[7:4] + 4'd 1, 4'h 0};
			default:
				dout = {din[15:4], din[3:0] + 4'd 1};
		endcase
	end
endmodule
module seven_seg_ctrl (
	input CLK,
	input [7:0] din,
	output reg [7:0] dout
);
	wire [6:0] lsb_digit;
	wire [6:0] msb_digit;
	seven_seg_hex msb_nibble (
		.din(din[7:4]),
		.dout(msb_digit)
	);
	seven_seg_hex lsb_nibble (
		.din(din[3:0]),
		.dout(lsb_digit)
	);
	reg [9:0] clkdiv = 0;
	reg clkdiv_pulse = 0;
	reg msb_not_lsb = 0;
	always @(posedge CLK) begin
		clkdiv <= clkdiv + 1;
		clkdiv_pulse <= &clkdiv;
		msb_not_lsb <= msb_not_lsb ^ clkdiv_pulse;
		if (clkdiv_pulse) begin
			if (msb_not_lsb) begin
				dout[6:0] <= ~msb_digit;
				dout[7] <= 0;
			end else begin
				dout[6:0] <= ~lsb_digit;
				dout[7] <= 1;
			end
		end
	end
endmodule
module seven_seg_hex (
	input [3:0] din,
	output reg [6:0] dout
);
	always @*
		case (din)
			4'h0: dout = 7'b 0111111;
			4'h1: dout = 7'b 0000110;
			4'h2: dout = 7'b 1011011;
			4'h3: dout = 7'b 1001111;
			4'h4: dout = 7'b 1100110;
			4'h5: dout = 7'b 1101101;
			4'h6: dout = 7'b 1111101;
			4'h7: dout = 7'b 0000111;
			4'h8: dout = 7'b 1111111;
			4'h9: dout = 7'b 1101111;
			4'hA: dout = 7'b 1110111;
			4'hB: dout = 7'b 1111100;
			4'hC: dout = 7'b 0111001;
			4'hD: dout = 7'b 1011110;
			4'hE: dout = 7'b 1111001;
			4'hF: dout = 7'b 1110001;
			default: dout = 7'b 1000000;
		endcase
endmodule
</file>
<file path="/design/flow/run.sh">
#!/bin/bash
# OpenROAD 26Q1-2900-gdf79404cd8, Yosys 0.63+post, stock flow scripts
make -C /OpenROAD-flow-scripts/flow DESIGN_CONFIG=/design/flow/config.mk WORK_HOME=/design/flow/orfs finish
</file>
<file path="/design/flow/config.mk">
export PLATFORM = sky130hd
export DESIGN_NAME = top
export DESIGN_NICKNAME = top
export VERILOG_FILES = /design/flow/design.v
export SDC_FILE = /design/flow/constraint.sdc
export NUM_CORES = 4
export LEC_CHECK = 1
export CORE_UTILIZATION = 30
</file>
<file path="/design/flow/constraint.sdc">
current_design top

set clk_period 6.8
set clk_io_pct 0.2

create_clock -name clk0 -period $clk_period [get_ports {CLK}]

set non_clock_inputs [all_inputs -no_clocks]
set_input_delay [expr $clk_period * $clk_io_pct] -clock clk0 $non_clock_inputs
set_output_delay [expr $clk_period * $clk_io_pct] -clock clk0 [all_outputs]
</file>
==> flow_summary.yaml <==
# flow metrics
place:
  placedCellCount: 897
  port_buffers: 25
  gp_congestion: 0.8859
  hpwl_um: 8648
  dpl_cell_area_um2: 6376
clock_network:
  hold_buffers: 0
  htree_num_levels: 3
  cts_tree: "built"
  cts_max_path_buffers: 2
  path_clk_slew_ns: 0.07
  cts_buffers: 9
  post_cts_resized: 0
  cts_setup_buffers: 0
  root_buffer: "clkbuf_16"
  clock_latency_ns: 0.36
  clock-sinks: 103
yosys:
  ys_sh_simple: 0.2098
  synth_cells: 634
  ys_async_sr_fraction: 0
  adder_share: 0.07872
  aoi_share: 0.1538
  ys.flop_type: "dfxtp_1"
  netlist_area_um2: 5881
  synth_cell_types: 74
  synth_area_per_cell_um2: 9.275
  synth_flops: 103
  xor_share: 0.07000
  synthMuxAreaShare: 0.03638
  ys_seq_frac: 0.4051
  top_logic_kind: "simple AND/OR/NAND/NOR gates"
  yosys-stat-area_um2: 5881
  ys_cells: 634
  yosysWarnings: 4
  edf_count: 32
status:
  outcome: "finished, final reports clean"
sta:
  maxSlewViolCount: 0
  min_period_over_period: 0.6635
  finalSetupTns_ns: 0
  slew_headroom: 0.4353
  post-route-min-period_ns: 4.512
  hold_viol: 0
  setup_viol: 0
  fmax_mhz: 221.6
  rsz0062_at_grt: "no"
  worst_pin_slew_ns: 0.8393
  finalClockSkew_ns: 0.01352
critical_path:
  worst-path-max-fanout: 9
  worstPathArrival_ns: 3.15
  path_class: "in2out"
  crit_required_ns: 5.44
  cp-start-kind: "primary input"
  critPathCaptureType: "primary output"
floorplanning:
  pin_count: 26
  die_x_um: 142.0
  fp_util: 0.3102
  rows: 50
  core_area_um2: 18960
  die-area_um2: 20170
  dieHeight_um: 142.0
route:
  n_antenna_cell: 0
  num_vias: 4513
  wl_per_cell_um: 13.52
  ant_nets: 0
  drt-pass1-iter-count: 4
  viasPerCell: 4.943
  first_iter_violations: 289
  drt-total-wl_um: 12340
  drc: 0
cells_and_area:
  fillers: 1890
  register_area_um2: 2382
  final_cell_area_um2: 6685
  lay_top_cells: "71 x dfxtp_1, 57 x nor2_1, 42 x nand2_1, 37 x ha_1, 36 x inv_1"
  drive_gt1_frac: 0.06432
  final_cell_count_no_fill: 913
  syn_to_final_growth_pct: 13.68
  lay_top_count: "dfxtp_1"
  logic_area_um2: 3227
pwr:
  ir_worst_vdd_mv: 0.1157
  p_leak_nw: 2.472
  powerDensity_nw_per_um2: 187.4
run:
  log.warning_count: 50
  max-cap-violations: 0
global_route:
  grt_pass1_wl_um: 20750
  grtUsageTotal: 0.1297
  overflow: 0
  grt_pass1_vias: 4174
  antenna_found_initial: 0
  grt_max_degree: 31
worst_hold_path:
  min_path_type: "reg2reg"
per-layer routing:
metal | vias to the layer above | wire, um | GRT usage
met5 | - | 0 | 0
met4 | 0 | 117 | 0.01075
met3 | 6 | 740 | 0.03221
met2 | 118 | 5042 | 0.1806
met1 | 2055 | 6441 | 0.2124
li1 | 2334 | - | -
flip-flops by register name, summed over array words and instances, names as in the netlist, 8 cells and up:
signal / flops
seven_segment_ctrl_top.dout: 8
seven_segment_ctrl_top.clkdiv: 10
seven_segment_ctrl_bot.dout: 8
display_value: 16
lap_timeout: 8
lap_value: 16
seven_segment_ctrl_bot.clkdiv: 10
clkdiv: 21
power by group:
part / total [W] / internal, W / switching [W]
sequential: 0.000653 / 0.000640 / 0.0000127
combinational: 0.0000751 / 0.0000336 / 0.0000415
clock: 0.000525 / 0.000280 / 0.000245
total: 0.00125 / 0.000954 / 0.000299
worst paths after layout:
| kind | start | to | slack [ns] | cells after the start |
|---|---|---|---|---|
| min | seven_segment_ctrl_top.clkdiv[0] | seven_segment_ctrl_top.clkdiv[0] | 0.41 | 1 |
| min reg2reg | seven_segment_ctrl_top.clkdiv[0] | seven_segment_ctrl_top.clkdiv[0] | 0.41 | 1 |
| max | BTN_N | LED5 | 2.29 | 4 |
| max reg2reg | lap_timeout[0] | seven_segment_ctrl_top.dout[3] | 2.78 | 13 |
through the flow:
step	utilization	setup slack [ns]	power (W)	hold WS, ns
4_1_cts	0.3527	2.277	0.001271	0.4059
3_5_place_dp	0.3364	2.278	0.0007416	0.3877
6_report	0.3527	2.288	0.001253	0.4063
2_1_floorplan	-	3.324	0.0007177	0.3707
5_1_grt	0.3527	2.219	0.001304	0.4165
3_3_place_gp	0.3364	2.319	0.0007421	0.3817
final cells by class:
class                           instances  share of cell area
Clock buffer                           10             0.03743
Clock inverter                          6            0.008797
Inverter                               37             0.02077
Multi-Input combinational cell        465              0.4827
Sequential cell                       103              0.3564
Tap cell                              260             0.04866
Timing Repair Buffer                   32             0.04529
logic make-up (layout without fill, tap and decap cells):
logic type,Yosys count,in the layout
and+or+nand+nor,236,236
AOI/OAI and AO/OA,124,124
DFF,103,103
buffers and inverters,66,85
xor gates and xnor gates,47,47
adders and majority gates,37,37
muxes,21,21
worst max-delay path: stages:
cell	delay, ns
clkdlybuf4s50_1	0.55
clkinv_1	0.26
or4_1	0.55
clkdlybuf4s50_1	0.43
Yosys cell counts, types with 3 or more instances:
master    number  area share
edfxtp_1      32        0.16
nor3_1        15       0.013
a221oi_1       7       0.010
nor2_1        57       0.036
nand3b_1       5      0.0064
mux2_2         3      0.0057
xnor2_1       29       0.043
nand2b_1       5      0.0053
xor2_1        18       0.027
nand2_1       42       0.027
a311oi_1       3      0.0045
inv_1         36       0.023
a21o_1         7      0.0089
a32oi_1        4      0.0060
o211ai_1       6      0.0077
and3_1        22       0.023
dfxtp_1       71        0.24
ha_1          37       0.079
a211oi_1       3      0.0038
clkbuf_1      17       0.011
nor4_1        11       0.012
a21oi_1       26       0.022
a31oi_1        5      0.0053
nand4_1       10       0.011
or3_1          5      0.0053
nand3_1       31       0.026
o32ai_1        3      0.0045
o21ai_0       17       0.014
and2_1         9      0.0096
buf_2          7      0.0060
mux2i_1       18       0.031
o31ai_1       10       0.013
or4_1          5      0.0064
o21ai_1        4      0.0034
Power and IR drop assume default switching activity.
